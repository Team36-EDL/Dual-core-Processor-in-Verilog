==> design/flow/design.v <==
module Data_Memory(RD_en, WR_en, mode, Add, Rd, D, Q, CLK);
input [31:0]Add, D, Rd;
input RD_en, WR_en, CLK;
input [1:0] mode;   
output reg [31:0] Q;
reg [31:0] memory [0:4294967295] ; 	 
always @(posedge CLK)
begin 
      if(WR_en == 1'b1)
		begin
		      case(mode)
					2'b00:  
					begin 
					      memory[Add]<={memory[Add][31:8],D[7:0]};
					end 
					2'b01:  
					begin 
					      memory[Add]<={memory[Add][31:16],D[15:0]};
					end 
					2'b11:  
					begin
					      memory[Add]<=D;
					end	
		         default: ;			
				endcase
		end
		else
		begin
		end		
end
always @(*)
begin
      if(RD_en == 1'b1) 
		begin
		      case (mode)
				   2'b00:  
					begin 
					    Q <= {{24{memory[Rd][7]}}, memory[Rd][7:0]};			  
					end 
					2'b01:  
					begin 
					     Q <= {{16{memory[Rd][15]}}, memory[Rd][15:0]};
					end 
					2'b11:  
					begin
					      Q<=memory[Rd];
					end				
					default: Q <=32'bz;
				endcase
		 end 
		 else
		 begin
		       Q<=32'bz;
		 end
end 
endmodule
==> design/flow/run.sh <==
#!/bin/bash
# OpenROAD 26Q1-2900-gdf79404cd8, Yosys 0.63+post, stock flow scripts
make -C /OpenROAD-flow-scripts/flow DESIGN_CONFIG=/design/flow/config.mk WORK_HOME=/design/flow/orfs finish
==> design/flow/config.mk <==
export PLATFORM = sky130hd
export DESIGN_NAME = Data_Memory
export DESIGN_NICKNAME = Data_Memory
export VERILOG_FILES = /design/flow/design.v
export SDC_FILE = /design/flow/constraint.sdc
export NUM_CORES = 4
export LEC_CHECK = 1
export CORE_UTILIZATION = 50
==> design/flow/constraint.sdc <==
current_design Data_Memory

set clk_period 4.2
set clk_io_pct 0.2

create_clock -name clk0 -period $clk_period [get_ports {CLK}]

set non_clock_inputs [all_inputs -no_clocks]
set_input_delay [expr $clk_period * $clk_io_pct] -clock clk0 $non_clock_inputs
set_output_delay [expr $clk_period * $clk_io_pct] -clock clk0 [all_outputs]
==> flow report <==
=================================================================================================
Outcome                                                                              finished, final reports clean
Proportion of synthesized chip area in sequential cells                                    72.45%
Share of post-route cells with drive strength above 1                                      13.67%
Initial antenna violation count                                                                 0
Synth Cell Area                                                                        2653 sq um
Fraction of the core area occupied by cells at floorplan                                   51.94%
Switching portion of total power                                                           18.69%
Clk pin slew, worst setup/hold paths                                                        70 ps
Final Max-Slew Violation Tally                                                                  0
Min cycle time layout                                                                     3480 ps
Post-DP Area                                                                           3762 sq um
Start-to-end type of the worst setup path                                               in -> out
Portion of total power attributed to the clock network                                      38.9%
Maximum operating frequency                                                             287.4 MHz
Chip area from the yosys synthesis statistics                                          2653 sq um
Mean area per synthesized cell                                                        16.37 sq um
Count of final hold-check violations                                                            0
Power share of the sequential group                                                         50.3%
Pin count of the biggest net entering global routing                                           25
Startpoint types                                                                     primary input
Die height                                                                               74.84 um
Arrival @ worst endpoint                                                                  2640 ps
CP Capture Type                                                                      primary output
Number of global-route vias before repair                                                    1886
HP Start                                                                                    D[20]
Largest driver fanout on the critical path                                                     24
Full die area                                                                          5600 sq um
Number of vias per cell after detailed routing                                              5.356
Number of inserted diodes                                                                       0
Share of the clock period used by the worst path                                           82.85%
Overall fraction of global-route tracks in use                                             22.07%
Area growth from synthesis to layout                                                       49.76%
CTS root buf                                                                         sky130_fd_sc_hd__clkbuf_8
Routed WL per cell                                                                       15.70 um
Cell area power density                                                              351.1 nW/um^2
First-pass iteration count of the detailed router                                               4
Net switching power of the design                                                       0.2607 mW
Post-Syn Instances                                                                            162
End point of the worst hold path                                                     memory[0][20]
Cell Int Power                                                                           1.134 mW
Top-Level Pins                                                                                133
Die W                                                                                    74.84 um
Clk sink count                                                                                 64
Sum of routed wire length over all layers                                                 5463 um
Gate power share                                                                            10.8%
H-tree levels                                                                                   3
Core Footprint                                                                         5107 sq um
CTS Hold Buffers Added                                                                          0
Combined area of the multi-input logic cells                                          685.7 sq um
Number of warnings the tools reported                                                          58
Gpl congestion                                                                             0.8181
Warnings, synthesis                                                                             3
DRC Markers                                                                                     0
Remaining number of nets flagged by the antenna check after routing                             0
Flop and latch count out of synthesis                                                          64
Initial DRC Count                                                                              72
Number of distinct library cell variants in the gate-level netlist after synthesis             19
Slew of the pin with the lowest slew margin                                              591.9 ps
Global-route wire length before repair                                                    8445 um
Worst slew margin relative to its limit                                                    60.45%
Max_cap viols                                                                                   0
Most numerous logic cell after layout                                                sky130_fd_sc_hd__clkdlybuf4s50_1
CTS max path bufs                                                                               2
Half-perimeter wire length after placement                                                3825 um
Critical path data required time                                                          3360 ps
Number of port buffers                                                                        100
Cells resized by post-CTS repair                                                                0
Top Layout Cells                                                                     sky130_fd_sc_hd__clkdlybuf4s50_1, sky130_fd_sc_hd__edfxtp_1, sky130_fd_sc_hd__mux2i_1
Reg area                                                                               1922 sq um
Total cells reported by yosys after synthesis                                                 162
Ordered list of cells on the worst path                                              buf_2, mux2_4, nor2_4, o22ai_1, clkdlybuf4s50_1
FP Rows                                                                                        26
Peak supply drop                                                                        0.2580 mV
Unrepaired setup endpoints after global routing                                                no
Worst Hold Path Cells                                                                           1
Setup Buffers After CTS                                                                         0
CTS tree                                                                                      yes
Cell with the largest stage delay on the worst path                                  sky130_fd_sc_hd__nor2_4
Number of failing setup endpoints in the final timing report                                    0
Leakage                                                                                  1.357 nW
Hold/Removal Path Class                                                                 in -> reg
Post-route standard cell area excluding fillers                                        3973 sq um
TritonCTS buffer count                                                                          9
GRT overflow                                                                                    0
Accumulated negative setup slack                                                             0 ps
Slowest Stage Delay on Critical Path                                                       470 ps
FILL cells                                                                                    318
Vias post-DR                                                                                 1864
=================================================================================================
==> how the worst max path moves through the flow <==
stage / slack (ps) / to / cells past startpoint / from
CTS: 730 / Q[27] / 5 / Rd[0]
global route: 560 / Q[18] / 5 / Rd[0]
finish: 720 / Q[18] / 5 / Rd[0]
==> power by group through the flow <==
| stage | Clock (mW) | Combinational [mW] | Sequential, mW |
|---|---|---|---|
| global route | 0.577 | 0.163 | 0.701 |
| finish | 0.542 | 0.150 | 0.702 |
| CTS | 0.552 | 0.151 | 0.702 |
==> area by class of cell <==
| type | count | area share (%) |
|---|---|---|
| tap | 70 | 2.205 |
| multi-input combinational | 88 | 17.26 |
| clock buffer | 9 | 3.118 |
| timing repair buffer | 109 | 26.77 |
| inverter | 1 | 0.09449 |
| clock inverter | 7 | 2.173 |
| sequential | 64 | 48.38 |
==> routing by layer <==
layer  wire length, um  share of wire, %  global-route usage [%]
met5                 0                 0                       0
met4               201               3.7                   7.128
met3               365               6.7                   5.563
met2              2783                51                   36.04
met1              2112                39                   31.93
==> critical path, delay by kind of cell <==
kind	cells	cell delay, ps
buf+inv	2	750
simple gates	1	470
mux	1	360
compound gates	1	220
==> kinds of logic after synthesis <==
logic type | Yosys count | synth area share (%)
AND-OR/OR-AND | 26 | 5.755
buffers and inverters | 10 | 2.075
flip-flops | 64 | 72.45
multiplexers | 32 | 12.59
AND/OR/NAND/NOR | 30 | 7.123
==> metrics by stage <==
stage          power, mW  hold WS (ps)  util, %  std cells  setup WS, ps
2_1_floorplan     0.7532         938.9        -        162          1129
3_3_place_gp      0.8637          1417    73.66        332         737.5
3_5_place_dp      0.8651          1424    73.66        332         736.2
4_1_cts            1.404          1074    77.78        348         729.7
5_1_grt            1.442          1083    77.78        348         564.7
6_report           1.395          1085    77.78        348         720.2
==> registers in the layout, indices dropped and copies added, names as in the netlist <==
register / count
memory: 32
memory[-1]: 32
==> cells in the mapped netlist (all sizes together) <==
cell	instances	area share [%]
mux2	8	3.5
nor2	1	0.42
or4	2	0.85
inv	1	0.14
edfxtp	64	72
nand3	1	0.19
nor3	6	1.1
o21a	1	0.28
buf	8	1.8
nand4	10	2.4
o22ai	16	3.8
mux2i	24	9.1
o21ai	1	0.19
nand2	2	0.28
a21oi	8	1.5
nor4	8	1.9
clkbuf	1	0.14
No activity file was given, so power comes from the tool's default toggle rates.
