**design/flow/run.sh**
```bash
#!/bin/bash
# OpenROAD 26Q1-2900-gdf79404cd8, Yosys 0.63+post, stock flow scripts
make -C /OpenROAD-flow-scripts/flow DESIGN_CONFIG=/design/flow/config.mk WORK_HOME=/design/flow/orfs finish
```
**design/flow/config.mk**
```make
export PLATFORM = sky130hd
export DESIGN_NAME = ALU
export DESIGN_NICKNAME = ALU
export VERILOG_FILES = /design/flow/design.v
export SDC_FILE = /design/flow/constraint.sdc
export NUM_CORES = 4
export LEC_CHECK = 1
export CORE_UTILIZATION = 30
```
**design/flow/constraint.sdc**
```tcl
current_design ALU

set clk_period 9.9
set clk_io_pct 0.2

create_clock -name clk0 -period $clk_period

set non_clock_inputs [all_inputs -no_clocks]
set_input_delay [expr $clk_period * $clk_io_pct] -clock clk0 $non_clock_inputs
set_output_delay [expr $clk_period * $clk_io_pct] -clock clk0 [all_outputs]
```
**design/flow/design.v**
```verilog
module ALU (ALU_a, ALU_b, CTRL, ALU_c, Cout);
input [31:0] ALU_a,ALU_b;
input [2:0] CTRL;
output reg [31:0] ALU_c;
output reg Cout;
wire [31:0] bk_result;
wire bk_Cout;
reg bk_Cin;
reg [31:0] ALU_b_mux;
bkadder ADD_SUB (.A(ALU_a), .B(ALU_b_mux), .Cin(bk_Cin), .Y(bk_result), . Cout(bk_Cout));
always @(*)
begin
      case(CTRL)
		           3'b000:   
					  begin
					        ALU_b_mux = ALU_b;
							  bk_Cin = 1'b0;
							  ALU_c = bk_result;
							  Cout = bk_Cout;
					  end
					  3'b001:  
					  begin
					          ALU_b_mux= ~ALU_b;
							  bk_Cin = 1'b1;
							  ALU_c = bk_result;
							  Cout = bk_Cout;							  			         
					  end
					  3'b010:  
					  begin 
					        ALU_b_mux = 32'bz;
							  bk_Cin = 1'bz;
					        Cout = 1'bz;
							  ALU_c = ALU_a ^ ALU_b;
					  end 
					  3'b011:  
					  begin
					        ALU_b_mux = 32'bz;
							  bk_Cin = 1'bz;
					        Cout= 1'bz;
							  ALU_c = ALU_a | ALU_b;
					  end
					  3'b100:  
					  begin
					        ALU_b_mux = 32'bz;
							  bk_Cin = 1'bz;
					        Cout = 1'bz;
							  ALU_c = ALU_a & ALU_b;
					  end
					  3'b101:  
					  begin
					        ALU_b_mux = 32'bz;
							  bk_Cin = 1'bz;
					        Cout = 1'bz;
							  ALU_c = (ALU_a ^ ALU_b)?1'b0:1'b1; 
					  end
					  3'b110:  
					  begin
					        ALU_b_mux = 32'bz;
							  bk_Cin = 1'bz;
					        Cout = 1'bz;
							  ALU_c = (ALU_a ^ ALU_b)?1'b1:1'b0;
					  end
					  3'b111:  
					  begin 
					        ALU_b_mux = 32'bz;
							  bk_Cin = 1'bz;
					        Cout = (ALU_a[31])?1'b0:1'b1;
							  ALU_c = ALU_a;
					  end 					  
		endcase
end
endmodule
module bkadder (A, B, Cin, Y, Cout);
input [31:0] A,B;
input Cin;
output Cout;
output [31:0] Y;
wire [31:0] P0, G0;
wire [15:0] P1,G1;
wire [7:0] P2,G2;
wire [3:0] P3,G3;
wire [1:0] P4,G4;
wire P31_0, G31_0, P2_0, G2_0, P5_0, G5_0, P11_0, G11_0, P23_0, G23_0, P4_0, G4_0, P8_0, G8_0, P16_0, G16_0, 
     P6_0, G6_0, P9_0, G9_0, P12_0, G12_0, P17_0, G17_0, P3_0, G3_0, P7_0, G7_0, P10_0, G10_0, P13_0, G13_0, 
     P14_0, G14_0, P15_0, G15_0, P18_0, G18_0, P19_0, G19_0, P20_0, G20_0, P21_0, G21_0, P22_0, G22_0, P24_0, G24_0, 
     P25_0, G25_0, P26_0, G26_0, P27_0, G27_0, P28_0, G28_0, P29_0, G29_0, P30_0, G30_0;
genvar i;
generate 
for (i=0;i<32;i=i+1) begin : loop0
    assign P0[i] = A[i] | B[i];
	 assign G0[i] = A[i] & B[i];
end
endgenerate
generate 
for(i=0;i<=30;i=i+2)begin : loop1
    assign P1[i/2] = P0[i] & P0[i+1];
	 assign G1[i/2] = G0[i+1] | (G0[i] & P0[i+1]);
end
endgenerate
generate 
for(i=0;i<=14;i=i+2) begin : loop2
    assign P2[i/2] = P1[i] & P1[i+1];
	 assign G2[i/2] = G1[i+1] | (G1[i] & P1[i+1]);
end
endgenerate
generate
for(i=0;i<=6;i=i+2) begin : loop3
    assign P3[i/2] = P2[i] & P2[i+1];
	 assign G3[i/2] = G2[i+1] | (G2[i] & P2[i+1]);
end
endgenerate
generate 
for(i=0;i<=2;i=i+2) begin : loop4
    assign P4[i/2] = P3[i] & P3[i+1];
	 assign G4[i/2] = G3[i+1] | (G3[i] & P3[i+1]);
end 
endgenerate
assign P31_0 = P4[0] & P4[1];
assign G31_0 = G4[1] | (G4[0] & P4[1]);
assign Cout = G31_0 | (P31_0 & Cin);  
assign Y[16] = A[16] ^ B[16] ^ (G4[0] | (P4[0] & Cin));
assign Y[8] = A[8] ^ B[8] ^ (G3[0] | (P3[0] & Cin));
assign Y[4] = A[4] ^ B[4] ^ (G2[0] | (P2[0] & Cin));
assign Y[2] = A[2] ^ B[2] ^ (G1[0] | (P1[0] & Cin));
assign Y[0] = A[0] ^ B[0] ^ Cin;
assign P2_0 = P0[2] & P1[0];
assign G2_0 = G0[2] | (P0[2] & G1[0]);
assign P5_0 = P1[2] & P2[0];
assign G5_0 = G1[2] | (P1[2] & G2[0]);
assign P11_0 = P2[2] & P3[0];
assign G11_0 = G2[2] | (P2[2] & G3[0]);
assign P23_0 = P3[2] & P4[0];
assign G23_0 = G3[2] | (P3[2] & G4[0]);
assign Y[3] = A[3] ^ B[3] ^ (G2_0 | (P2_0 & Cin));
assign Y[6] = A[6] ^ B[6] ^ (G5_0 | (P5_0 & Cin));
assign Y[12] = A[12] ^ B[12] ^ (G11_0 | (P11_0 & Cin));
assign Y[24] = A[24] ^ B[24] ^ (G23_0 | (P23_0 & Cin));
assign P4_0 = P0[4] & P2[0];
assign G4_0 = G0[4] | (P0[4] & G2[0]);
assign P8_0 = P0[8] & P3[0];
assign G8_0 = G0[8] | (P0[8] & G3[0]);
assign P16_0 = P0[16] & P4[0];
assign G16_0 = G0[16] | (P0[16] & G4[0]);
assign Y[1] = A[1] ^ B[1] ^  (G0[0] | (P0[0] & Cin));
assign Y[5] = A[5] ^ B[5] ^  (G4_0 | (P4_0 & Cin));
assign Y[9] = A[9] ^ B[9] ^  (G8_0 | (P8_0 & Cin));
assign Y[17] = A[17] ^ B[17] ^  (G16_0 | (P16_0 & Cin));
assign P6_0 = P0[6] & P5_0;
assign G6_0 = G0[6] | ((G5_0) & P0[6]);
assign P9_0 = P0[9] & P8_0;
assign G9_0 = G0[9] | ((G8_0) & P0[9]);
assign P12_0 = P0[12] & P11_0;
assign G12_0 = G0[12] | ((G11_0) & P0[12]);
assign P17_0 = P0[17] & P16_0;
assign G17_0 = G0[17] | ((G16_0) & P0[17]);
assign Y[7] = A[7] ^ B[7] ^ (G6_0 | (P6_0 & Cin));
assign Y[10] = A[10] ^ B[10] ^ (G9_0 | (P9_0 & Cin));
assign Y[13] = A[13] ^ B[13] ^ (G12_0 | (P12_0 & Cin));
assign Y[18] = A[18] ^ B[18] ^ (G17_0 | (P17_0 & Cin));
assign P10_0 = P0[10] & P9_0;
assign G10_0 = G0[10] | (G9_0 & P0[10]);
assign P13_0 = P0[13] & P12_0;
assign G13_0 = G0[13] | (G12_0 & P0[13]);
assign P18_0 = P0[18] & P17_0;
assign G18_0 = G0[18] | (G17_0 & P0[18]);
assign Y[11] = A[11] ^ B[11] ^ (G10_0 | (P10_0 & Cin));
assign Y[14] = A[14] ^ B[14] ^ (G13_0 | (P13_0 & Cin));
assign Y[19] = A[19] ^ B[19] ^ (G18_0 | (P18_0 & Cin));
assign P14_0 = P0[14] & P13_0;
assign G14_0 = G0[14] | (G13_0 & P0[14]);
assign P19_0 = P0[19] & P18_0;
assign G19_0 = G0[19] | (G18_0 & P0[19]);
assign Y[15] = A[15] ^ B[15] ^ (G14_0 | (P14_0 & Cin));
assign Y[20] = A[20] ^ B[20] ^ (G19_0 | (P19_0 & Cin));
assign P20_0 = P0[20] & P19_0;
assign G20_0 = G0[20] | (G19_0 & P0[20]);
assign P24_0 = P0[24] & P23_0;
assign G24_0 = G0[24] | (G23_0 & P0[24]);
assign P21_0 = P1[10] & P19_0;
assign G21_0 = G1[10] | (G19_0 & P1[10]);
assign Y[21] = A[21] ^ B[21] ^ (G20_0 | (P20_0 & Cin));
assign Y[22] = A[22] ^ B[22] ^ (G21_0 | (P21_0 & Cin));
assign Y[25] = A[25] ^ B[25] ^ (G24_0 | (P24_0 & Cin));
assign P25_0 = P0[25] & P24_0;
assign G25_0 = G0[25] | (G24_0 & P0[25]);
assign P22_0 = P0[22] & P21_0;
assign G22_0 = G0[22] | (G21_0 & P0[22]);
assign P27_0 = P1[6] & P23_0;
assign G27_0 =  G1[6] | (G23_0 & P1[6]);
assign Y[23] = A[23] ^ B[23] ^ (G22_0 | (P22_0 & Cin));
assign Y[26] = A[26] ^ B[26] ^ (G25_0 | (P25_0 & Cin));
assign Y[28] = A[28] ^ B[28] ^ (G27_0 | (P27_0 & Cin));
assign P26_0 = P0[26] & P25_0;
assign G26_0 = G0[26] | (G25_0 & P0[26]);
assign P28_0 = P0[28] & P27_0;
assign G28_0 = G0[28] | (G27_0 & P0[28]);
assign Y[27] = A[27] ^ B[27] ^ (G26_0 | (P26_0 & Cin));
assign Y[29] = A[29] ^ B[29] ^ (G28_0 | (P28_0 & Cin));
assign P29_0 = P0[29] & P28_0;
assign G29_0 = G0[29] | (G28_0 & P0[29]);
assign P30_0 = P0[30] & P29_0;
assign G30_0 = G0[30] | (G29_0 & P0[30]);
assign Y[30] = A[30] ^ B[30] ^ (G29_0 | (P29_0 & Cin));
assign Y[31] = A[31] ^ B[31] ^ (G30_0 | (P30_0 & Cin));
endmodule 
```
==> results_slide.txt <==
Physical Implementation Snapshot

Critical path
  • Worst Setup End Kind: primary output
  • Critical path type: in2out
  • Worst Path Arrival: 6.65 ns
  • Worst path required time: 7.92 ns
  • CP Launch Type: input port
  • Crit path max fanout: 20

Run
  • Tool warnings: 95
  • Max Cap Viol: 0

Final timing
  • Tcrit/Tclk final: 87.2%
  • Final-report hold violation count: 0
  • Final worst path period need: 8.63 ns
  • Setup Total Neg Slack: 0 ns
  • Worst-Margin Slew: 0.974 ns
  • RSZ-0062 raised after global routing: no
  • Max Slew Vio Count: 0
  • Slew headroom: 33.4%
  • Max Freq: 116 MHz
  • # setup viols final: 0
  • Worst setup margin: 1.27 ns

Floorplan
  • Core area: 14000 um2
  • I/O pin total: 100
  • Die area: 15000 um2
  • Site row count: 43
  • Die y size: 122 um
  • Initial Utilization: 31.0%
  • Die span in x: 122 um

Clock network
  • Post-cts sizing count: 0
  • Hold Buf Count CTS: 0
  • Setup bufs post-CTS: 0

Drt
  • DRT iter0 DRCs: 212
  • Post-route ant nets: 0
  • TritonRoute pass-1 iters: 4
  • Via count: 4230
  • # DRC: 0
  • Avg WL per Cell: 15.1 um
  • N_diodes: 0
  • Total wire length: 13000 um
  • Vias per cell: 4.91

Cells and area
  • Non-Filler Cell Area, Final: 5560 um2
  • FF/Latch Area: 0 um2
  • Fill count: 1408
  • Layout cells sized above 1: 3.67%
  • Clk_buf instances: 0
  • Combinational gate area: 3830 um2
  • Seq cells: 0
  • Area grow syn2layout: 27.8%
  • Fin util: 39.6%
  • Top cell excl fill/tap: ha_1
  • Top Layout Cells: ha_1, inv_1, clkdlybuf4s50_1

Synthesis
  • Post-Syn Area: 4350 um2
  • Yosys warning tally: 18
  • Seq/Total Area, Yosys: 0%
  • Chip Area, Yosys: 4350 um2
  • Mapped Cells: 596
  • Max-area cell share: 36.2%
  • Ys cells: 596
  • Yosys top cell by area: ha_1
  • Post-Syn Area per Cell: 7.30 um2
  • Cell Type Count: 57
  • Main area contributors: ha_1, inv_1, xnor2_1, a21oi_1, a22oi_1

Status
  • Status: complete, no violations

Placement
  • Placement Cell Area: 5560 um2
  • Port-buffer cells: 100
  • Pre-CTS setup slack: 1.28 ns
  • Detailed placement HPWL: 10700 um
  • Final Wtd Congestion: 0.905

GRT
  • Vias in the first global route: 4061
  • First-pass GRT wire length: 20800 um
  • Gr ovfl total: 0
  • Initial antenna violation count: 0
  • Total global-route track usage: 17.9%
  • Largest net degree at the start of global routing: 30

Power
  • Leak: 2.66 nW
  • VDD IR max: 0.0000188 V
  • Power Density: 54.3 nW/um2

Hold path
  • Hold/Removal Path Class: in2out
cell usage after synthesis, types with 10 or more instances:
| cell type | count |
|---|---|
| a21oi_1 | 40 |
| inv_1 | 113 |
| nor2_1 | 42 |
| o21bai_1 | 10 |
| o211ai_1 | 17 |
| xnor2_1 | 44 |
| nand2_1 | 19 |
| xor2_1 | 12 |
| ha_1 | 126 |
| a22oi_1 | 22 |
| o21ai_0 | 17 |
| clkbuf_1 | 20 |
path summary, 6_finish.rpt:
check / startpoint / endpoint / slack [ns] / cells past startpoint
worst max-delay path: CTRL[1] / ALU_c[7] / 1.27 / 16
worst min-delay path: ALU_a[1] / ALU_c[1] / 5.04 / 4
kinds of logic (layout without fill, tap and decap cells):
kind of cell	after synthesis	count (layout)	share of synthesized area (%)
AOI/OAI and AO/OA	157	157	25.6
buffers and inverters	138	224	12.2
adders and majority gates	126	126	36.2
and+or+nand+nor	111	111	12.9
xor gates and xnor gates	56	56	11.3
muxes	8	8	1.87
area by class of cell:
| type | count | area share (%) |
|---|---|---|
| inverters | 113 | 7.63 |
| multi-input cells | 458 | 68.8 |
| well taps | 180 | 4.05 |
| repair buffers | 111 | 19.5 |
per-layer routing:
layer	vias to the layer above	GRT usage, %	share of wire (%)
li1	2213	-	-
met1	1907	26.2	49
met2	108	30.8	46
met3	2	0.664	4.5
met4	0	0.381	0.22
met5	-	0	0
power breakdown:
group          total (mW)  internal [mW]  leakage, nW  switching (mW)
sequential              0              0            0               0
clock                   0              0            0               0
combinational       0.302          0.154         2.66           0.148
total               0.302          0.154         2.66           0.148
critical path, stage by stage:
cell             delay (ns)
clkdlybuf4s50_1        0.76
nor3b_2                0.33
buf_4                  0.36
xnor2_1                0.13
inv_1                  0.07
ha_1                   0.17
and4bb_1               0.26
a2111oi_0              0.87
o21bai_1               0.20
a21oi_1                0.29
nor2_1                 0.06
nor2_1                 0.15
o21bai_1               0.10
xnor2_1                0.13
o221ai_1               0.25
clkdlybuf4s50_1        0.52
stage by stage:
stage	power [mW]	std cells	hold slack [ns]
3_3_place_gp	0.301	862	5.05
2_1_floorplan	0.177	596	4.04
5_1_grt	0.338	862	5.14
6_report	0.302	862	5.04
4_1_cts	0.304	862	5.07
3_5_place_dp	0.302	862	5.07
No activity file was given, so power comes from the tool's default toggle rates.
