$ cat flow/config.mk
export PLATFORM = sky130hd
export DESIGN_NAME = RF_32
export DESIGN_NICKNAME = RF_32
export VERILOG_FILES = /design/flow/design.v
export SDC_FILE = /design/flow/constraint.sdc
export NUM_CORES = 4
export LEC_CHECK = 1
export CORE_UTILIZATION = 50
$ cat flow/constraint.sdc
current_design RF_32

set clk_period 9.1
set clk_io_pct 0.2

create_clock -name clk0 -period $clk_period [get_ports {CLK}]

set non_clock_inputs [all_inputs -no_clocks]
set_input_delay [expr $clk_period * $clk_io_pct] -clock clk0 $non_clock_inputs
set_output_delay [expr $clk_period * $clk_io_pct] -clock clk0 [all_outputs]
$ cat flow/design.v
module RF_32 (Ra,Rb,Add,CLK,D,RD_en,WR_en,Qa,Qb);
input [4:0] Ra, Rb, Add;
input [31:0]  D;
input RD_en,CLK,WR_en;
output [31:0]  Qa,Qb;
wire [31:0] q_reg [31:0];
reg [31:0] d_reg [31:0];
genvar i;
    generate
        for (i = 0; i < 32; i = i + 1) begin : Instantiation 
                DFF_pos dff_inst (
                .D(d_reg[i]),  
                .CLK(CLK),
                .Q(q_reg[i])
            );
        end
    endgenerate
always @(posedge CLK)
begin		  
		  if (WR_en == 1'b1)
		     d_reg[Add]<= D;
		  else 
		  begin
		  end
end 
    assign Qa = (RD_en == 1'b1) ? q_reg[Ra] : 32'bz;
    assign Qb = (RD_en == 1'b1) ? q_reg[Rb] : 32'bz;
endmodule 
module DFF_pos (D, CLK, Q);
input [31:0]D;
input CLK;
output reg [31:0] Q;
always @(posedge CLK)
     Q <= D; 
endmodule 
$ cat flow/run.sh
#!/bin/bash
# OpenROAD 26Q1-2900-gdf79404cd8, Yosys 0.63+post, stock flow scripts
make -C /OpenROAD-flow-scripts/flow DESIGN_CONFIG=/design/flow/config.mk WORK_HOME=/design/flow/orfs finish
==> Table 3: Implementation characteristics <==
Table: implementation figures

Parameter                              Value

Outcome
  Result of the run .................. finished clean

Worst setup path
  Endpoint arrival time on the critical path .................. 6.20 ns
  Launching point of the worst reg2reg path .................. d_reg[3][5]$_DFFE_PP_
  Worst R2R Path Depth .................. 0
  Top fanout value on the critical path .................. 20
  Delay of the slowest cell on the worst path .................. around 0.75 ns
  Critical path cell sequence .................. buf_2 -> buf_4 -> or3b_1 -> nor2_4 -> buf_12 -> a22oi_1 -> nand2_1 -> nor4_1 -> a21oi_1 -> clkdlybuf4s50_1
  Start-to-end type of the worst setup path .................. in -> out
  Worst path top cell family by delay .................. buffers and inverters
  Required time of the worst setup path .................. between 7 and 8 ns
  CP max-delay cell .................. nor2_4
  Setup crit start kind .................. input port
  Number of buffer and inverter stages on the critical path .................. 4
  Crit Reg-Reg Endpoint .................. Instantiation[3].dff_inst.Q[5]$_DFF_P_
  Endpoint kind of the worst setup timing path .................. output port
  Reg-to-reg slack, setup .................. 8.58 ns

Logic synthesis
  # Cells Yosys .................. 4195
  Synth Seq Share .................. 0.787
  Total cell area reported by yosys after synthesis .................. around 65000 um^2
  Total of warnings raised by yosys .................. 4
  Number of standard cells after synthesis .................. 4195
  Share of flip-flops with an asynchronous set or reset after synthesis .................. 0
  EDFF count, synth .................. 1024
  #FFs+latches synth .................. 2048
  Top flip-flop cell by instance count after synthesis .................. edfxtp_1
  Mean Syn Cell Area .................. 15.5 um^2
  Number of distinct standard cells referenced by the synthesized netlist .................. 74
  Cell area after synthesis .................. 65200 um^2

Worst hold path
  Worst min-delay path startpoint .................. d_reg[17][24]$_DFFE_PP_
  Endpoint of the worst hold-timing path .................. Instantiation[17].dff_inst.Q[24]$_DFF_P_
  Worst min-delay path category .................. reg -> reg
  Worst hold path depth .................. 0

Cells and area
  Area delta synth->final .................. 17.2%
  Fraction of the core area covered by cells at the end of the flow .................. 0.590
  Fill cell total of the finished layout .................. between 9000 and 10000
  Fraction of layout instances using a drive strength above 1 .................. 0.148
  Register Area .................. between 50000 and 60000 um^2
  Highest-count cells in the layout ignoring fill and taps .................. dfxtp_1 (1024), edfxtp_1 (1024), a22oi_1 (755), buf_4 (245), clkbuf_16 (197)
  Logic area .................. 13200 um^2

Placement
  Count of buffers inserted at the top-level ports .................. 112
  HPWL after detailed placement .................. about 160 mm
  Placer congestion estimate .................. 1.07

Detailed routing
  DRC Markers .................. 0
  DRT Pass-1 Iters .................. 10
  Total Routed Length .................. 274 mm
  Via-to-Cell Ratio .................. 6.82
  Post-route antenna net violation count .................. 0
  Drt first-iter violations .................. 5290
  Total via count in the routed design .................. 44037
  Routed WL per cell .................. roughly 43 um

Floorplan
  Die boundary height .................. 363 um
  Starting density of the core .................. 0.504
  Boundary pin count .................. 114
  Die outline width .................. 363 um
  Core Rows .................. around 130
  Die Footprint .................. 132000 um^2
  Core area .................. 129000 um^2

Power
  Worst IR Drop VDD .................. 0.172 mV
  Relative contribution of sequential cells to total power .................. 0.523
  Proportion of power drawn by combinational gates .................. 0.044
  Leak Pwr .................. about 27 nW
  Internal portion of total power .................. 14.7 mW
  Switching part of the total power .................. 0.219
  Switching power total .................. 4.11 mW
  Fraction of power consumed by the clock network .................. 0.433
  Pwr/cell area .................. 246 nW/um^2
  Pwr Total .................. 18.8 mW

Clocking
  Clk sinks .................. 2048
  Maximum level of the CTS H-tree .................. 4
  Clk pin slew, worst setup/hold paths .................. 0.06 ns
  Number of buffers inserted during clock tree synthesis .................. approximately 190
  Clock root buffer .................. clkbuf_16
  Post-CTS setup buffers .................. 0
  Insertion delay to the later sink of the worst-skew pair .................. roughly 0.87 ns
  Hold-fix buffers at CTS .................. 0
  Buffer levels on the longest clock path .................. 3
  Cell resize tally after clock tree synthesis .................. 0
  Clock tree from TritonCTS .................. done

STA
  Final Hold Viols .................. 0
  Max-slew violation count .................. 0
  Setup violation total in the final timing report .................. 0
  Final period demand of the worst path .................. about 8.0 ns
  Maximum clock skew at final layout .................. approximately 0.048 ns
  Headroom to the max-slew limit .................. 0.275
  Setup total negative slack .................. 0 ns
  Measured slew at the worst slew-check pin .................. 1.09 ns
  Crit share post-route .................. 0.882
  Unrepaired setup endpoints after global routing .................. no
  Maximum clock frequency .................. ~0.12 GHz

GRT
  Maximum number of pins on one net before global-route repair .................. 33
  Antenna violations before repair .................. 13
  All-Layer GR Usage .................. 0.458
  Wire length of the first global-routing pass .................. 366 mm
  Number of global-route vias before repair .................. 43785
  Total gr overflow .................. 0

Run
  Number of OpenROAD warnings .................. 27
  Reported max-cap violation count .................. 0
## final cells by class
type / instances / share of cell area
flip-flops and latches: 2048 / 0.671
multi-input cells: 1904 / 0.173
clock buffers: 278 / 0.0713
repair buffers: 371 / 0.0421
well taps: 1742 / 0.0285
clock inverters: 85 / 0.0131
diodes: 16 / 0.000524
inverters: 9 / 0.000442
## worst max path at each step
stage	to	cells after the start	startpoint	slack [ns]
CTS	Qa[29]	10	Ra[0]	1.46
global route	Qb[25]	10	Rb[0]	1.24
finish	Qb[25]	10	Rb[0]	1.08
## logic make-up (layout without fill, tap and decap cells)
group	count (synthesis)	in the layout	synth area share
DFF	2048	2048	0.787
AOI/OAI and AO/OA	1081	1081	0.124
and+or+nand+nor	757	757	0.0590
buffers and inverters	243	743	0.0202
muxes	66	66	0.0105
other	0	16	0
## synthesized netlist by cell type (14+ instances only)
cell      count  area [um^2]
mux2_2       17          191
nor2_2       14         87.6
nor2_1      181          679
nand4_1     115          719
o32a_1       14          140
a32oi_1      15          131
nor4_1       33          206
nand3_1      48          240
a221oi_1     24          210
nor2b_1      20          125
edfxtp_1   1024        30700
a22o_1       53          464
buf_4        38          285
dfxtp_1    1024        20500
nand2_1     196          736
a222oi_1     22          220
buf_2       134          671
a22oi_1     755         5670
a21oi_1      91          455
a31oi_1      15         93.8
nor3_1       61          305
clkbuf_1     46          173
mux2i_1      47          470
o21ai_0      30          150
## per-stage QoR
| step | setup slack, ns | hold slack, ns | instances | instance area, um^2 |
|---|---|---|---|---|
| floorplan | 4.04 | 0.323 | 4195 | 65200 |
| global placement | 1.45 | 0.323 | 6074 | 69900 |
| detailed placement | 1.47 | 0.327 | 6074 | 69900 |
| CTS | 1.46 | 0.315 | 6437 | 76300 |
| global route | 1.24 | 0.311 | 6438 | 76300 |
| finish | 1.08 | 0.295 | 6453 | 76300 |
## power groups by stage
stage	Clock (mW)	Sequential, mW	Combinational [mW]
6_report	8.12	9.82	0.823
5_1_grt	8.51	9.82	0.831
4_1_cts	8.15	9.82	0.780
## per-layer routing
metal	wire, um	track usage	vias up
met5	1180	0.0675	-
met4	22700	0.259	47
met3	56900	0.382	1396
met2	111000	0.586	4655
met1	82300	0.533	20821
li1	-	-	17118
Power and IR drop assume default switching activity.
